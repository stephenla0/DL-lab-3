`/design/flow/run.sh`:
```
#!/bin/bash
# OpenROAD 26Q1-2900-gdf79404cd8, Yosys 0.63+post, stock flow scripts
make -C /OpenROAD-flow-scripts/flow DESIGN_CONFIG=/design/flow/config.mk WORK_HOME=/design/flow/orfs finish
```
`/design/flow/config.mk`:
```
export PLATFORM = sky130hd
export DESIGN_NAME = clock_divider
export DESIGN_NICKNAME = clock_divider
export VERILOG_FILES = /design/flow/design.v
export SDC_FILE = /design/flow/constraint.sdc
export NUM_CORES = 4
export LEC_CHECK = 1
export CORE_AREA = 10 10 84 84
export DIE_AREA = 0 0 94 94
```
`/design/flow/constraint.sdc`:
```
current_design clock_divider

set clk_period 3.3
set clk_io_pct 0.2

create_clock -name clk0 -period $clk_period [get_ports {clock_source}]

set non_clock_inputs [all_inputs -no_clocks]
set_input_delay [expr $clk_period * $clk_io_pct] -clock clk0 $non_clock_inputs
set_output_delay [expr $clk_period * $clk_io_pct] -clock clk0 [all_outputs]
```
`/design/flow/design.v`:
```
module clock_divider(
	input clock_source,
    output reg clock_led
);
parameter clock_divider=1_000_000;  
reg[23:0] divide_counter;
always @(posedge clock_source) 
begin
    if(divide_counter==clock_divider-1)
    begin
    divide_counter<=0;
    clock_led<=~clock_led;
    end
    else
    divide_counter<=divide_counter+1;
end
endmodule
```
==> out/qor.csv <==
metric;value;unit
status;finished, final reports clean;
fin util;0.236;
maximum operating frequency;519;MHz
clock sink total;25;
drt total wl;1760;µm
Post-synth seq share;0.476;
pin count of the biggest net entering global routing;16;
Worst Tran Pin Value;0.288;ns
area leader, netlist;dfxtp_1;
Post-CTS Resized;0;
number of max-cap violations;0;
Tot GR Track Use;0.0416;
Synth Instances;114;
clock buffer depth;2;
crit-path max FO;7;
yosys warns;1;
first-pass GRT wire length;3090;µm
total CTS buffers;3;
yosys stat cell total;114;
hold buffer count at CTS;0;
number of enable flip-flop cells;1;
Hold Path Cell Cnt;1;
Flop area;510;µm²
max-slew violation count;0;
share of layout cells above drive strength 1;0.118;
Rel. slew slack;0.806;
Layout area overhead;14.2;%
routed len/inst;9.33;µm
Filler cells;573;
Vias/cell;4.14;
Final Hold Vio Count;0;
Worst Path Arrival;2.14;ns
unrepaired setup endpoints after global routing;no;
fin crit period;1.93;ns
asr flop ratio synth;0;
Worst Hold Class;flop to flop;
number of setup buffers added after CTS;0;
core area;5200;µm²
Lkg Pwr;0.451;nW
PwrDens;396;nW/µm²
initial antenna violation count;0;
Syn Std Cell Area;1070;µm²
Chip Area, Yosys;1070;µm²
routability cong.;0.847;
Port Buffers;1;
Crit. End Element;flop;
# setup viols final;0;
hold path startpoint;divide_counter[23];
Die H;94;µm
Overflow after GRT;0;
ys flop type;dfxtp_1;
Latency at later pin;0.27;ns
hold slack;0.459;ns
clock-pin slew on the worst setup and hold paths;0.09;ns
Top-area cell share;0.448;
Post-synth regs;25;
Hold EP;divide_counter[23];
Vias;783;
vias in the first global route;669;
critical path type;flop to flop;
R2R Path Start;divide_counter[0];
Period Utilization, post-route;0.584;
reg2reg end;divide_counter[18];
Placed Cells;185;
Post-DP HPWL;1300;µm
TritonCTS clock tree;done;
DRT iter0 DRCs;53;
Worst Skew;0.00542;ns
DRT antenna net count;0;
Setup TNS Final;0;ns
peak supply drop;0.000197;V
syn avg cell area;9.42;µm²
count of tool warnings;25;
FF-to-FF setup slack;1.37;ns
total chip power;0.485;mW
WP data required;3.51;ns
full die area;8840;µm²
die width;94;µm
ANT cells;0;
DR pass1 iterations;4;
R2R depth;5;
std cell rows;26;
Post-Layout Cell Count;189;
DRC viols;0;
logic area;554;µm²
distinct cell type count of the synthesized netlist;26;
H-tree depth;1;
io pins;2;
startpoint types;flop;
clk root buf;clkbuf_8;
Initial Util;0.206;
Largest cells by area;dfxtp_1 45%, xnor2_1 7.3%, xor2_1 5.7%, nor2_1 3.8%, nand3_1 3.7%;
==> metrics by stage <==
stage | worst slack (ns) | cell area [µm²]
floorplan | 1.43 | 1070
global placement | 1.43 | 1180
detailed placement | 1.38 | 1180
CTS | 1.38 | 1230
global route | 1.28 | 1230
finish | 1.37 | 1230
==> cell usage after synthesis, drive strengths merged (3+ instances only) <==
| library cell | count |
|---|---|
| or4 | 4 |
| xnor2 | 9 |
| nand3 | 8 |
| o21ai | 4 |
| nand2 | 10 |
| or3 | 4 |
| or2 | 3 |
| a21oi | 5 |
| nor3 | 5 |
| nand4 | 6 |
| nor2 | 11 |
| xor2 | 7 |
| dfxtp | 24 |
==> layout make-up <==
type | count | area share
Multi-Input combinational cell | 86 | 0.452
Clock inverter | 1 | 0.00612
Tap cell | 70 | 0.0714
Inverter | 2 | 0.00612
Clock buffer | 3 | 0.0337
Sequential cell | 25 | 0.416
Timing Repair Buffer | 2 | 0.0143
==> report_power, final <==
part | total (mW) | internal (mW) | switching (mW)
registers | 0.303 | 0.303 | 0
clock network | 0.182 | 0.0855 | 0.0970
logic | 0.000000225 | 0 | 0
total | 0.485 | 0.388 | 0.0970
==> how the worst max path moves through the flow <==
| stage | from | to | slack, ns | cells after the start |
|---|---|---|---|---|
| final | divide_counter[0] | divide_counter[18] | 1.37 | 5 |
| after CTS | divide_counter[0] | divide_counter[18] | 1.38 | 5 |
| after global routing | divide_counter[0] | divide_counter[18] | 1.28 | 5 |
==> flip-flops by register name (all words and copies together), names as in the netlist <==
register,count
clock_led,1
divide_counter,24
==> metal layers <==
metal,track usage,up-vias,wire [µm]
li1,-,415,-
met1,0.0587,357,955
met2,0.0622,9,716
met3,0.0137,2,75
met4,0.00506,0,17
met5,0,-,0
==> worst max-delay path, cell delays in order (launching register included) <==
cell,delay [ns]
dfxtp_1,0.38
ha_1,0.19
nand3_1,0.23
or4_4,0.51
or4_4,0.43
a21oi_2,0.13
==> layout by cell type, fill, tap and decap left out, types with 2 or more instances in the layout <==
cell,Yosys,layout
a21oi_1,4,4
clkbuf_8,0,3
dfxtp_1,24,24
inv_1,2,2
nand2_1,10,10
nand3_1,8,8
nand4_1,5,5
nor2_1,11,11
nor3_1,5,5
nor4b_1,2,2
o21ai_0,4,4
o31ai_1,2,2
or2_2,3,3
or3_1,4,4
or4_4,3,3
xnor2_1,9,9
xor2_1,7,7
==> cell families (layout without fill, tap and decap cells) <==
family,Yosys count,after routing,synth area share
AND-OR/OR-AND,11,11,0.0594
AND/OR/NAND/NOR,58,58,0.309
flip-flops,25,25,0.476
buffers and inverters,3,8,0.0140
adder cells (fa/ha/maj),1,1,0.0117
XOR/XNOR,16,16,0.131
Power figures rest on the tool's default switching activity, not on a simulated workload.
