<file path="config.mk">
export PLATFORM = sky130hd
export DESIGN_NAME = sevenseg
export DESIGN_NICKNAME = sevenseg
export VERILOG_FILES = /design/flow/design.v
export SDC_FILE = /design/flow/constraint.sdc
export NUM_CORES = 4
export LEC_CHECK = 1
export CORE_AREA = 10 10 70 70
export DIE_AREA = 0 0 80 80
</file>
<file path="constraint.sdc">
current_design sevenseg

set clk_period 1.2
set clk_io_pct 0.2

create_clock -name clk0 -period $clk_period

set non_clock_inputs [all_inputs -no_clocks]
set_input_delay [expr $clk_period * $clk_io_pct] -clock clk0 $non_clock_inputs
set_output_delay [expr $clk_period * $clk_io_pct] -clock clk0 [all_outputs]
</file>
<file path="design.v">
module sevenseg(
    input [2:0] state,
    input reset,
    output reg [7:0] display
);
always @ (state)
   begin
      case({state, reset})
         {3'b000, 1'b1}: display = 8'b11_00_00_00;  
		 {3'b001, 1'b1}: display = 8'b11_00_00_00;  
		 {3'b010, 1'b1}: display = 8'b11_00_00_00;  
		 {3'b011, 1'b1}: display = 8'b11_00_00_00;  
         {3'b000, 1'b0}: display = 8'b11_11_10_01;  
         {3'b001, 1'b0}: display = 8'b10_10_01_00;  
         {3'b010, 1'b0}: display = 8'b10_11_00_00;  
         {3'b011, 1'b0}: display = 8'b10_01_10_01;  
         default: display = 8'b11_11_11_11;  
      endcase
   end
endmodule
</file>
<file path="run.sh">
#!/bin/bash
# OpenROAD 26Q1-2900-gdf79404cd8, Yosys 0.63+post, stock flow scripts
make -C /OpenROAD-flow-scripts/flow DESIGN_CONFIG=/design/flow/config.mk WORK_HOME=/design/flow/orfs finish
</file>
==> ci_impl_report.md <==
### Yosys + OpenROAD results

| Metric | Value |
|---|---|
| Run status | finished clean |
| OpenROAD warnings | 32 |
| Total Routed Length | 354 um |
| Hold buffer count at CTS | 0 |
| Area taken by flip-flops and latches | 0 um2 |
| I/O pin count | 12 |
| Commonest non-fill, non-tap cells in the layout | dlygate4sd2_1, a21o_1, buf_4, buf_6 |
| Sequential element share of the synthesized area | 0% |
| YS chip area | 87.6 um2 |
| Met2 routed wirelength | 133 um |
| Comb pwr share | 100.0% |
| CP Data Arrival Time | 0.87 ns |
| Final critical-path required period | 1.11 ns |
| Switching part of the total | 33.3% |
| Global route overflow | 0 |
| Detailed-route DRC error count | 0 |
| Met3 layer wire length in the routed design | 85 um |
| Sequential share of power | 0% |
| Die width | 80 um |
| Count of buffers added by post-CTS timing repair for setup | 0 |
| Global-route wire length before repair | 517 um |
| Sum of negative setup slack | 0 ns |
| Most common logic cell in the routed design | dlygate4sd2_1 |
| Number of library cell types mapped by synthesis | 11 |
| Initial antenna violation count | 0 |
| Cell count after synthesis | 14 |
| Number of hold violations in the final report | 0 |
| Tot GR Track Use | 0.924% |
| FP Rows | 21 |
| Relative contribution of the clock network to total power | 0% |
| Routability congestion estimate from global placement | 0.765 |
| Startpoint-to-endpoint class of the critical path | primary input to primary output |
| Worst Path Required | 0.96 ns |
| Cell count listed in synth_stat.txt | 14 |
| Seq Cell Count | 0 |
| Count of vias placed by the detailed router | 116 |
| Sum of net half-perimeters after detailed placement | 295 um |
| Number of failing setup endpoints in the final timing report | 0 |
| Worst-path fanout max | 4 |
| Power per unit of standard cell area | 242 nW/um2 |
| P&R area growth vs syn | 174% |
| Final worst-path cycle share | 92.6% |
| CLK BUF | 0 |
| Peak supply drop | 0.0242 mV |
| Mean Syn Cell Area | 6.26 um2 |
| Count of pins over their slew limit | 0 |
| Pre-placement core utilization | 2.56% |
| Number of antenna diodes | 0 |
| Reported net switching power | 19.4 uW |
| Height of the die | 80 um |
| Total of buffers placed on input and output ports | 11 |
| Fraction of layout instances using a drive strength above 1 | 36.4% |
| Depth of the worst hold-timing path | 3 |
| Routed length per instance | 5.21 um |
| Internal Power | 38.7 uW |
| Worst hold path type | primary input to primary output |
| Mapped Area | 87.6 um2 |
| Maximum capacitance violations | 0 |
| Full die area | 6400 um2 |
| Detailed router's first-iteration violation count | 2 |
| Worst setup timing slack at the placement stage | -0.618 ns |
| Minimum setup slack in the final design | 0.0886 ns |
| Topmost layer with routed signal wires | met3 |
| Vias per std cell | 1.71 |
| M1 wire length | 135 um |
| Antenna viol nets, final | 0 |
| Core Footprint | 3420 um2 |
| Endpoint class of the critical path | primary output |
| Vias in the first global route | 103 |
| First-pass iteration count of the detailed router | 2 |
| Maximum number of pins on one net before global-route repair | 7 |
| Tally of filler cells in the layout | 411 |
| Warning count from the yosys run | 1 |
| Critical Path Source Type | primary input |
| RSZ-0062 raised after global routing | no |
| Peak Freq | 900 MHz |
| P_leak | 0.0000944 uW |
synth_stat cells:
library cell	instances	share of area, %
xnor2_1	1	10
a21oi_1	1	5.7
o21ai_1	1	5.7
conb_1	1	4.3
a21o_1	2	17
inv_1	1	4.3
buf_4	3	26
o21bai_1	1	8.6
or2_1	1	7.1
nor2b_1	1	7.1
nor2_1	1	4.3
layer usage:
layer | vias up | GRT usage, %
met3 | 0 | 0.455
met5 | - | 0
met1 | 50 | 1.19
met4 | 0 | 0
met2 | 9 | 1.44
li1 | 57 | -
final timing paths:
check	from	endpoint	slack [ns]
setup / recovery	state[1]	display[0]	0.09
hold / removal	state[0]	display[6]	0.75
kinds of logic after synthesis:
kind of cell / after synthesis / share of synthesized area, %
buffers and inverters: 4 / 30.0
AND-OR/OR-AND: 5 / 37.1
AND/OR/NAND/NOR: 3 / 18.6
other: 1 / 4.28
XOR/XNOR: 1 / 10.0
cell type report:
type,instances,area [um2],area share (%)
well taps,46,57.6,24.0
multi-input cells,10,75.1,31.3
repair buffers,11,104,43.2
inverters,1,3.75,1.56
through the flow:
stage                     instance area (um2)  power [uW]  utilization (%)  hold slack (ns)  cells
after floorplan                          87.6        20.1                -            0.503     14
after global placement                    233        63.1             6.81             1.41     68
after detailed placement                  233        63.1             6.81             1.41     68
after CTS                                 233        58.3             6.81            0.888     68
after global routing                      240        65.5             7.03            0.771     68
final                                     240        58.1             7.03            0.748     68
critical path, stage by stage:
cell           delay (ns)
buf_6                0.11
xnor2_1              0.11
a21o_1               0.17
dlygate4sd2_1        0.24
repair_timing:
action                     in CTS  in global routing
gates resized                  30                  3
pin swaps                       5                  0
setup endpoints to repair       7                  1
power by group through the flow:
stage	Clock, uW	Sequential, uW	Combinational (uW)
after CTS	0	0	58.3
after global routing	0	0	65.5
final	0	0	58.1
Power is estimated from default activity; no workload was simulated.
