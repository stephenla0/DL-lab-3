$ cat run.sh
#!/bin/bash
# OpenROAD 26Q1-2900-gdf79404cd8, Yosys 0.63+post, stock flow scripts
make -C /OpenROAD-flow-scripts/flow DESIGN_CONFIG=/design/flow/config.mk WORK_HOME=/design/flow/orfs finish
$ cat config.mk
export PLATFORM = sky130hd
export DESIGN_NAME = state_exe
export DESIGN_NICKNAME = state_exe
export VERILOG_FILES = /design/flow/design.v
export SDC_FILE = /design/flow/constraint.sdc
export NUM_CORES = 4
export LEC_CHECK = 1
export CORE_AREA = 10 10 70 70
export DIE_AREA = 0 0 80 80
$ cat constraint.sdc
current_design state_exe

set clk_period 1.8
set clk_io_pct 0.2

create_clock -name clk0 -period $clk_period [get_ports {clock_led}]

set non_clock_inputs [all_inputs -no_clocks]
set_input_delay [expr $clk_period * $clk_io_pct] -clock clk0 $non_clock_inputs
set_output_delay [expr $clk_period * $clk_io_pct] -clock clk0 [all_outputs]
$ cat design.v
module state_exe(
    input clock_led,
    input[2:0] state_select,
    output reg [9:0] LEDR
);
reg [1:0] counter = 2'b00;
reg hazardToggle = 1'b0;
always@(posedge clock_led)
begin
    if(counter == 2'b11)
        counter <= 2'b0;
    else
        counter <= counter+1;	
    if(state_select == 3'b001)  
    begin
        hazardToggle = ~hazardToggle;
        LEDR[9] = hazardToggle;
		LEDR[8] = hazardToggle;
		LEDR[7] = hazardToggle;
		LEDR[2] = hazardToggle;
		LEDR[1] = hazardToggle;
		LEDR[0] = hazardToggle;
    end
    else if(state_select == 3'b000)  
    begin
        counter <= 2'b00;
        LEDR[9:0] = 10'b0000000000;
    end
    else if(state_select == 3'b010)  
    begin
		LEDR[2] = 0;
        LEDR[1] = 0;
        LEDR[0] = 0;
	    if(counter == 2'b01)  
		begin			
            LEDR[7] = 1;
			LEDR[8] = 0;
			LEDR[9] = 0;
		end
        if(counter == 2'b10)  
		begin
            LEDR[7] = 1;
			LEDR[8] = 1;
			LEDR[9] = 0;
		end
        if(counter == 2'b11)  
		begin
            LEDR[7] = 1;
			LEDR[8] = 1;
			LEDR[9] = 1;
		end
        if(counter == 2'b00)  
        begin
			LEDR[7] = 0;
            LEDR[8] = 0;
            LEDR[9] = 0;
        end
    end
    else if(state_select == 3'b011)  
    begin
		LEDR[7] = 0;
        LEDR[8] = 0;
        LEDR[9] = 0;
		if(counter == 2'b01)  
		begin
            LEDR[2] = 1;
			LEDR[1] = 0;
			LEDR[0] = 0;
		end
        if(counter == 2'b10)  
		begin
            LEDR[2] = 1;
			LEDR[1] = 1;
			LEDR[0] = 0;
		end
        if(counter == 2'b11)  
		begin
            LEDR[2] = 1;
			LEDR[1] = 1;
			LEDR[0] = 1;
		end
        if(counter == 2'b00)  
        begin
            LEDR[2] = 0;
            LEDR[1] = 0;
            LEDR[0] = 0;
        end
    end   
end
endmodule
==> results.sh <==
# flow metrics
export IMPL_p_leak_nw=0.2772
export IMPL_top_cell="edfxtp_1"
export IMPL_ff2ff_path_depth=3
export IMPL_worstPathRequired_ns=1.79
export IMPL_area_leaders="edfxtp_1 38%, ha_1 8.9%, dfxtp_1 7.1%"
export IMPL_postSynthSeqShare=0.4464
export IMPL_grt_pass1_vias=380
export IMPL_drv_cap=0
export IMPL_intPower_uw=509.6
export IMPL_wirelength_um=951
export IMPL_dieWidth_um=80
export IMPL_top_area_cell="edfxtp_1"
export IMPL_cts_setup_buffers=0
export IMPL_fp_utilization=0.1641
export IMPL_r2r_end="LEDR[2]"
export IMPL_drc=0
export IMPL_antenna_found_initial=0
export IMPL_grt_pass1_wl_mm=1.566
export IMPL_critical_path_class="input pin to flop"
export IMPL_clock_path_buffers=2
export IMPL_hold_buffers=0
export IMPL_critPathBufInv=1
export IMPL_numCtsBuffers=3
export IMPL_use_met3=0.01818
export IMPL_switching_share=0.3080
export IMPL_ff_type="edfxtp_1"
export IMPL_postSynthCellCount=50
export IMPL_crit_fanout=10
export IMPL_root_buffer="clkbuf_4"
export IMPL_drive_gt1_frac=0.1475
export IMPL_area_delta_synth_final_pct=24.33
export IMPL_ys_flops=9
export IMPL_drt_first_iter_violations=3
export IMPL_outcome="completed"
export IMPL_endpoint_kind="flop"
export IMPL_fin_worst_skew_ns=0.01108
export IMPL_grt_util_met1=0.04524
export IMPL_p_per_area_mw_per_mm2=1057
export IMPL_grt_busiest_layer="met1"
export IMPL_cts_tree="done"
export IMPL_stdcell_area_um2=696.9
export IMPL_num_vias=368
export IMPL_synthArstFlopShare=0
export IMPL_r2r_start="counter[1]"
export IMPL_crit_chain="clkdlybuf4s50_1 -> nor3_4 -> nand2_1 -> o41ai_2"
export IMPL_setup_tns_ns=0
export IMPL_grt_util_all_layers=0.02972
export IMPL_finalSetupViolCount=0
export IMPL_common_cells="7 x edfxtp_1, 4 x buf_4, 4 x ha_1"
export IMPL_holdPathStages=1
export IMPL_clk_pin_slew_ns=0.06
export IMPL_r2r_slack_ns=0.40
export IMPL_grt_max_degree=11
export IMPL_finalHoldViolCount=0
export IMPL_syn_area_um2=560.5
export IMPL_fmax_mhz=700.4
export IMPL_gp_congestion=0.7460
export IMPL_warnings=28
export IMPL_fin_crit_ns=1.428
export IMPL_yosys_cells=50
export IMPL_cts_sinks=9
export IMPL_io_pins=14
export IMPL_p_comb_frac=0.360
export IMPL_crit_slowest_cell="clkdlybuf4s50_1"
export IMPL_rows=21
export IMPL_post_route_period_util=0.7932
export IMPL_routedWlPerCell_um=8.888
export IMPL_cp_start_kind="input pin"
export IMPL_pwr_share_clk=0.208
export IMPL_top_area_frac=0.3750
export IMPL_hold_path_end="counter[0]"
export IMPL_first_pass_iters=4
export IMPL_final_max_slew_violation_count=0
export IMPL_holdCritStartpoint="counter[0]"
export IMPL_seqPwrFrac=0.432
export IMPL_num_antenna_cells=0
export IMPL_grt_overflow=0
export IMPL_rsz0062_at_grt="no"
export IMPL_die_h_um=80
export IMPL_hold_path_class="flop to flop"
export IMPL_avgSynthCellArea_um2=11.21
export IMPL_grt_util_met2=0.03451
export IMPL_cts_resized_gates=0
export IMPL_worstSkewPairLatency_ns=0.26
export IMPL_crit_family="buffers and inverters"
export IMPL_placed_area_um2=670.6
export IMPL_drt_vias_per_instance=3.439
export IMPL_power_switching_uw=226.8
export IMPL_edf_count=7
export IMPL_cts_max_level=1
export IMPL_ys_area_um2=560.5
export IMPL_slowest_delay_ns=0.72
export IMPL_yosys_warnings=1
export IMPL_crit_arrival_ns=1.41
export IMPL_port_buffers=9
export IMPL_ant_nets=0
export IMPL_ir_worst_vdd_mv=0.5911
export IMPL_ys_types=24
export IMPL_place_hpwl_um=787.6
export IMPL_chipArea_mm2=0.006400
export IMPL_design_core_area_mm2=0.003416
==> cell usage in the layout, fill, tap and decap left out, drive strengths merged, types with 3 or more instances in the layout <==
cell type / n
nand2: 3
inv: 3
ha: 4
conb: 4
edfxtp: 7
nor2b: 3
clkdlybuf4s50: 9
clkbuf: 4
nor3: 3
==> worst register-to-register path: cells and delay by family, from the launching register on <==
kind | cells | cell delay, ns
AND/OR/NAND/NOR | 1 | 0.10
flip-flops | 1 | 0.37
adder cells (fa/ha/maj) | 1 | 0.28
AND-OR/OR-AND | 1 | 0.31
==> state kept, by name (all words and copies together), names as in the netlist <==
| name | flops |
|---|---|
| hazardToggle | 1 |
| LEDR | 6 |
| counter | 2 |
==> power by group through the flow <==
stage	Clock [mW]	Combinational, mW	Sequential [mW]
6_report	0.153	0.265	0.318
5_1_grt	0.175	0.300	0.326
4_1_cts	0.159	0.267	0.320
==> worst max path at each step <==
stage          startpoint       to  slack [ns]  depth (start not counted)
4_1_cts           LEDR[1]  LEDR[1]        0.36                          1
5_1_grt        counter[1]  LEDR[8]        0.30                          3
6_report  state_select[2]  LEDR[8]        0.37                          4
==> routing by layer <==
metal  wire (um)  up-vias
met1         543      157
met5           0        -
met2         317       21
met4           8        0
met3          82        4
li1            -      186
==> per-stage QoR <==
stage | total power [mW] | cells | hold slack (ns) | util | setup WS (ns)
finish | 0.7364 | 107 | 0.4961 | 0.2040 | 0.3722
detailed placement | 0.5880 | 103 | 0.4937 | 0.1963 | 0.1065
floorplan | 0.4966 | 53 | 0.4633 | - | 0.5386
global route | 0.8009 | 107 | 0.5171 | 0.2040 | 0.2994
global placement | 0.5834 | 103 | 0.4794 | 0.1963 | 0.1330
CTS | 0.7451 | 107 | 0.5025 | 0.2040 | 0.3621
==> cell type report <==
cell class,count,area (um^2)
fill,380,2719
sequential,9,250.2
multi-input combinational,34,246.5
timing repair buffer,11,105.1
tap,46,57.56
clock buffer,4,26.28
inverter,3,11.26
==> logic make-up (layout without fill, tap and decap cells) <==
family                   after synthesis  count (layout)  synth area share
other                                  1               4          0.006690
adder cells (fa/ha/maj)                4               4           0.08929
flip-flops                             9               9            0.4464
AND/OR/NAND/NOR                       19              19            0.2210
AND-OR/OR-AND                          7               7            0.1027
buffers and inverters                 10              18            0.1339
Power and IR drop assume default switching activity.
